==> design.v <==
module Chronometer(
	input logic clock,
	input logic pause,
	input logic reset,
	input logic lap,
	input logic [2:0]key,
	output logic [3:0]du,
	output logic [3:0]dd,
	output logic [3:0]su,
	output logic [3:0]sd
);
logic flag;
logic [5:0]cont_sec;
logic [6:0]cont_dec;
logic [5:0]saved_cont_sec;
logic [6:0]saved_cont_dec;
logic [1:0]save_pos;
logic [10:0]save_cont[2:0];
always_ff @(posedge clock)
begin
	if(pause == 1'b1)
	begin
		if(flag == 1'b1)
		begin
			cont_sec = saved_cont_sec;
			cont_dec = saved_cont_dec;
			flag <= 1'b0;
		end
		if( cont_sec == 'd59 )
			cont_sec = 'd0;
		if( cont_dec == 'd99 )
		begin
			cont_dec = 'd0;
			cont_sec = cont_sec + 1'b1;
		end
		else
			cont_dec = cont_dec + 1'b1;
		saved_cont_dec = cont_dec;
		saved_cont_sec = cont_sec;
	end
	else
	begin
		if (reset == 1'b1)
		begin
			cont_sec = 'd0;
			cont_dec = 'd0;
			saved_cont_sec = 'd0;
			saved_cont_dec = 'd0;
			flag = 1'b0;
		end
		if(key[0] == 1'b1)
		begin	
			cont_dec = save_cont[0][6:0];
			cont_sec = save_cont[0][10:7];
			flag = 1'b1;
		end
		else if(key[1] == 1'b1)
		begin	
			cont_dec = save_cont[1][6:0];
			cont_sec = save_cont[1][10:7];
			flag = 1'b1;
		end
		else if(key[2] == 1'b1)
		begin	
			cont_dec = save_cont[2][6:0];
			cont_sec = save_cont[2][10:7];
			flag = 1'b1;
		end
		else if(flag == 1'b1)
		begin
			cont_sec = saved_cont_sec;
			cont_dec = saved_cont_dec;
		end
	end
	du <= cont_dec % 6'd10;
	dd <= cont_dec / 6'd10;
	su <= cont_sec % 5'd10;
	sd <= cont_sec / 5'd10;
end
always_ff @(negedge lap)
begin
	save_cont[save_pos][6:0] <= cont_dec;
	save_cont[save_pos][10:7] <= cont_sec;
	if(save_pos == 2'd2)
		save_pos <= 2'd0;
	else save_pos <= save_pos + 2'd1;
end
endmodule
module Clock(
	input logic clock,
	output logic clock_dec
); 
logic [26:0]cont_clock_dec;
always_ff @(posedge clock)
begin
	if( cont_clock_dec == 'd249999 )
	begin
		clock_dec <= ~clock_dec;
		cont_clock_dec <= 0;
	end
	else
		cont_clock_dec <= cont_clock_dec + 1'b1;
end
endmodule
module Display (
	input logic  [3:0]digit,
	output logic [6:0]out
);
always_comb
begin
	case(digit)
		4'd0: out <= 7'b1000000;
		4'd1: out <= 7'b1111001;
		4'd2: out <= 7'b0100100;
		4'd3: out <= 7'b0110000;
		4'd4: out <= 7'b0011001;
		4'd5: out <= 7'b0010010;
		4'd6: out <= 7'b0000010;
		4'd7: out <= 7'b1111000;
		4'd8: out <= 7'b0000000;
		4'd9: out <= 7'b0010000;
		default: out <= 7'b1000000;
	endcase
end
endmodule
module Start(
	input logic start,
	output logic pause
);
always_ff @(negedge start)
	pause = ~pause;
endmodule
module cronometro (
	input logic CLOCK_50,
	input logic  [9:0]SW,
	input logic  [3:0]KEY,
	output logic [9:0]LEDR,
	output logic [7:0]LEDG,
	output logic [6:0]HEX0,
	output logic [6:0]HEX1,
	output logic [6:0]HEX2,
	output logic [6:0]HEX3
);
logic clock_dec;  
logic reset;	   
logic pause;	   
logic [3:0]du;    
logic [3:0]dd;    
logic [3:0]su;    
logic [3:0]sd;    
Display disp0(.digit(du), .out(HEX0));
Display disp1(.digit(dd), .out(HEX1));
Display disp2(.digit(su), .out(HEX2));
Display disp3(.digit(sd), .out(HEX3));
Clock clk(.clock(CLOCK_50), .clock_dec(clock_dec));
Chronometer chrono( .clock(clock_dec), .pause(pause), .reset(reset), .lap(KEY[2]), .key(SW[2:0]) , .du(du), .dd(dd), .su(su), .sd(sd) );
Start str(.start(KEY[0]), .pause(pause));
always_comb
begin
	LEDR[0] <= pause;
	LEDR[1] <= reset;
	reset <= ~KEY[1];
end
endmodule
==> run.sh <==
#!/bin/bash
# OpenROAD 26Q1-2900-gdf79404cd8, Yosys 0.63+post, stock flow scripts
make -C /OpenROAD-flow-scripts/flow DESIGN_CONFIG=/design/flow/config.mk WORK_HOME=/design/flow/orfs finish
==> config.mk <==
export PLATFORM = sky130hd
export DESIGN_NAME = cronometro
export DESIGN_NICKNAME = cronometro
export VERILOG_FILES = /design/flow/design.v
export SDC_FILE = /design/flow/constraint.sdc
export NUM_CORES = 4
export LEC_CHECK = 1
export CORE_UTILIZATION = 50
==> constraint.sdc <==
current_design cronometro

set clk_period 4.4
set clk_io_pct 0.2

create_clock -name clk0 -period $clk_period [get_ports {CLOCK_50}]
create_clock -name clk1 -period $clk_period [get_ports {KEY}]

set non_clock_inputs [all_inputs -no_clocks]
set_input_delay [expr $clk_period * $clk_io_pct] -clock clk0 $non_clock_inputs
set_output_delay [expr $clk_period * $clk_io_pct] -clock clk0 [all_outputs]
==> impl_metrics.toml <==
# flow metrics
[outcome]
status = "did not finish"
stop_stage = "clock tree synthesis"
tool.error = "[ERROR DPL-0036] Detailed placement failed."

[logic_synthesis]
ys_area_um2 = 6330
yosysSeqAreaShare_pct = 43.0
syn-instance-count = 646
synthXorXnorAreaFrac_pct = 4.57
synthAoiAreaFrac_pct = 18.2
mux_share_pct = 5.06
edf_count = 34
synth_warnings = 21
synth_async_sr_flop_share_pct = 0
synth_adder_area_share_pct = 5.71
ys_ff = 119
ys_types = 88
logic_family = "AND-OR/OR-AND gates"
netlist_area_um2 = 6330
syn_avg_cell_area_um2 = 9.80
yosys.area_share.simple_pct = 17.4
ys_cells = 646
synth-main-ff-cell = "dfxtp_1"

[floorplan]
chipHeight_um = 115
initCoreUtil_pct = 52.1
std_cell_rows = 40
die_x_um = 115
ios = 61

[placed_design]
io_buffer_count = 33
place.gp.congestion = 0.846
placed_cells = 829
place_area_um2 = 6720
dp_hpwl_um = 8750

[final_timing]
untimed_endpoints = 116
unclocked_regs = 55
-- metrics by stage --
| step | hold WS (ps) | setup slack (ps) | utilization, % |
|---|---|---|---|
| detailed placement | 433 | 560 | 55.3 |
| floorplan | 402 | 806 | - |
| global placement | 413 | 559 | 55.3 |
-- cells in the mapped netlist, types with 17 or more instances --
| cell | n | area (µm²) |
|---|---|---|
| nand3_1 | 22 | 110 |
| nand2_1 | 58 | 218 |
| inv_1 | 30 | 113 |
| edfxtp_1 | 34 | 1020 |
| ha_1 | 28 | 350 |
| dfxtp_1 | 85 | 1700 |
| o21ai_0 | 23 | 115 |
| mux2i_1 | 17 | 170 |
| nor2_1 | 43 | 161 |
| buf_4 | 22 | 165 |
| a21oi_1 | 28 | 140 |
| xnor2_1 | 18 | 158 |
-- cells by family after synthesis --
family                   Yosys count
AND/OR/NAND/NOR                  213
AND-OR/OR-AND                    148
flip-flops                       119
buffers and inverters             75
XOR/XNOR                          33
adder cells (fa/ha/maj)           29
multiplexers                      28
other                              1
